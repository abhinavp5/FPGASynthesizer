==> /design/flow/design.v <==
module UART_RX #(parameter CLKS_PER_BIT = 217)(
    input           i_Clk, 
    input           i_RX_Serial,
    output          o_RX_DV,  
    output [7:0]    o_RX_Byte
    );
    localparam IDLE         = 3'b000; 
    localparam RX_START_BIT = 3'b001; 
    localparam RX_DATA_BIT  = 3'b010;  
    localparam RX_STOP_BIT  = 3'b011;
    localparam CLEANUP      = 3'b100; 
    reg [7:0]     r_Clock_Count = 0;
    reg [2:0]     r_Bit_Index   = 0;  
    reg [7:0]     r_RX_Byte     = 0;
    reg           r_RX_DV       = 0;
    reg [2:0]     r_SM_Main     = 0;
    always @(posedge i_Clk) begin
        case(r_SM_Main)
                IDLE:  
                    begin
                        r_RX_DV       <= 1'b0;
                        r_Clock_Count <= 0;
                        r_Bit_Index   <= 0;
                        if (i_RX_Serial == 1'b0)  
                            r_SM_Main <= RX_START_BIT;  
                        else
                            r_SM_Main <= IDLE;
                    end
                RX_START_BIT:  
                    begin
                        if (r_Clock_Count == (CLKS_PER_BIT-1)/2)
                        begin
                            if (i_RX_Serial == 1'b0)
                                begin
                                    r_Clock_Count <= 0;   
                                    r_SM_Main     <= RX_DATA_BIT;
                                end
                            else
                                r_SM_Main <= IDLE;
                        end
                        else
                            begin
                                r_Clock_Count <= r_Clock_Count + 1;
                                r_SM_Main     <= RX_START_BIT;
                            end
                    end
                RX_DATA_BIT:
                    begin
                        if (r_Clock_Count < CLKS_PER_BIT-1)
                        begin
                            r_Clock_Count <= r_Clock_Count+1; 
                            r_SM_Main <= r_SM_Main;  
                        end
                        else
                        begin
                            r_Clock_Count <= 0; 
                            r_RX_Byte[r_Bit_Index] <= i_RX_Serial;  
                            if (r_Bit_Index <7 )
                            begin
                                r_Bit_Index <= r_Bit_Index +1; 
                                r_SM_Main <= RX_DATA_BIT; 
                            end
                            else
                            begin
                                r_Bit_Index <=0 ; 
                                r_SM_Main <= RX_STOP_BIT;   
                            end
                        end
                    end
                RX_STOP_BIT:
                    begin
                        if (r_Clock_Count < CLKS_PER_BIT-1)
                        begin
                            r_Clock_Count <= r_Clock_Count+1; 
                            r_SM_Main <= RX_STOP_BIT; 
                        end
                        else
                        begin
                            r_RX_DV   <= 1'b1;  
                            r_SM_Main <= CLEANUP; 
                        end
                    end
                CLEANUP:
                    begin
                        r_SM_Main <= IDLE; 
                        r_RX_DV <= 1'b0; 
                    end
        endcase
    end
    assign o_RX_DV = r_RX_DV; 
    assign o_RX_Byte = r_RX_Byte; 
endmodule
==> /design/flow/run.sh <==
#!/bin/bash
# OpenROAD 26Q1-2900-gdf79404cd8, Yosys 0.63+post, stock flow scripts
make -C /OpenROAD-flow-scripts/flow DESIGN_CONFIG=/design/flow/config.mk WORK_HOME=/design/flow/orfs finish
==> /design/flow/config.mk <==
export PLATFORM = sky130hd
export DESIGN_NAME = UART_RX
export DESIGN_NICKNAME = UART_RX
export VERILOG_FILES = /design/flow/design.v
export SDC_FILE = /design/flow/constraint.sdc
export NUM_CORES = 4
export LEC_CHECK = 1
export CORE_UTILIZATION = 30
==> /design/flow/constraint.sdc <==
current_design UART_RX

set clk_period 2.4
set clk_io_pct 0.2

create_clock -name clk0 -period $clk_period [get_ports {i_Clk}]

set non_clock_inputs [all_inputs -no_clocks]
set_input_delay [expr $clk_period * $clk_io_pct] -clock clk0 $non_clock_inputs
set_output_delay [expr $clk_period * $clk_io_pct] -clock clk0 [all_outputs]
==> run notes <==
The flow run is done. Yosys reports that the most numerous cell types are 23 x sky130_fd_sc_hd__edfxtp_1, 15 x sky130_fd_sc_hd__nand2_1, 8 x sky130_fd_sc_hd__nor2_1, 8 x sky130_fd_sc_hd__nor3_1, 7 x sky130_fd_sc_hd__ha_1. Remaining routing DRC violations landed at 0. Global routing used 10.13% of the available tracks across all layers. Highest fanout seen on the critical path landed at 8. Yosys attributes the largest share of cell area to sky130_fd_sc_hd__edfxtp_1 51%, sky130_fd_sc_hd__ha_1 6.5%, sky130_fd_sc_hd__nand2_1 4.2%. Buffer count from post-CTS setup fixing landed at 0. Total via count after detailed routing landed at 931.

Filler cell count landed at 409. The first global-routing pass estimated 3.822 mm of wire. Final setup violation count landed at 0. In the final run the clock tree shows a worst skew of 7.002 ps. Looking at area per cell type in the netlist, the leader is sky130_fd_sc_hd__edfxtp_1. For this run, the script counts the antenna cells in the layout as 0. TritonCTS built the clock tree.

Slew at the pin closest to its max-slew limit landed at 572.8 ps. The flow reports that sequential cells draw 46.9% of the design power. Cell area after synthesis landed at 1351 um2.

Per the OpenROAD power report, leakage power amounts to 0.5598 nW. Maximum number of pins on one net before global-route repair landed at 17. In the synthesis report, Yosys lists the chip area as 1351 um2.

The clock tree has to reach 23 sinks. Looking at the VDD voltage map, the peak drop is 0.4740 mV. Per the synth stats, the flop cell with the highest instance count is sky130_fd_sc_hd__edfxtp_1.

Placed wire-length estimate landed at 1.663 mm. The floorplan step defined a die boundary enclosing 4777 um2. Tally of OpenROAD warnings landed at 30. Sequential fraction of the synthesis area landed at 51.11%.

Clock insertion delay at the later pin of the skew report landed at 260 ps. In this run the clock root is driven by a sky130_fd_sc_hd__clkbuf_8. In this run, post-CTS hold repair placed 0 buffers. Net switching power figure landed at 0.7139 mW. After synthesis the netlist holds a flip-flop and latch count of 23. Portion of total power attributed to combinational logic landed at 39.9%.

Number of global-route vias before repair landed at 807. The floorplan step defined a core boundary enclosing 4354 um2. Synthesized area per cell landed at 11.17 um2. Fraction of final layout cells with drive strength greater than 1 landed at 8.955%. Routed wire length per instance landed at 12.17 um.

Hold violation count in the final report landed at 0. No sink is reached through more buffers than the 2 on the longest clock path. Max capacitance violation total landed at 0. Clock-pin slew on the worst setup and hold paths landed at 80 ps.

Clock period minus worst slack landed at 1918 ps. Count of H-tree levels built during CTS landed at 1. Power density over the cells landed at 1148 nW/um2. The flow ran to the end, and the final reports show no timing, DRC or antenna violations. The final max-slew violation count recorded for this run is 0. Top-level port count landed at 11. STA classifies the critical path endpoint as a flop.

STA classifies the critical path startpoint as a flop. In the final timing run, aggregate negative setup slack is 0 ps. After layout, the worst path uses 79.91% of the clock period. The type recorded for the worst min-delay path is flop to flop. Data arrival time at the worst-slack endpoint landed at 1940 ps. Setup repair after global routing left no endpoint under its margin. The warning tally printed by Yosys for this design is 1. The violation tally recorded at the end of detailed-routing iteration 0 is 70. For this design, Yosys synthesis ends with a cell count of 121. Area fraction of the dominant cell type after synthesis landed at 51.11%. The number of antenna violations at the first check in global routing was 0.

Measured along the x axis, the die boundary spans 69.12 um. Register-to-register setup slack landed at 480 ps. The OpenROAD report gives the critical path a required time of 2420 ps. The report lists the number of cells resized after CTS as 0. Detailed-routing iteration count for the pre-antenna-repair pass landed at 4. Distinct cell type count of the synthesized netlist landed at 38. Routed via count divided by cell count landed at 5.005. Looking at the gate-level netlist, the highest instance count belongs to sky130_fd_sc_hd__edfxtp_1. The area growth from synthesis to layout is 15.83%. Per the placement log, port buffering inserted 10 buffers. The synthesized design contains 23 enable-type register cells. Height of the die landed at 69.12 um. The clock network is responsible for 13.2% of the overall power.

Per the slew report, the remaining headroom to the max-slew limit stands at 61.81%. Highest clock rate landed at 521.4 MHz. The global route stage reports its total congestion overflow as 0. The detail route stage leaves a number of antenna-violating nets equal to 0. Post-detailed-routing wire length landed at 2.263 mm. Number of standard-cell rows in the floorplan landed at 24. Per the breakdown, switching nets consume 39.74% of all power.

Proportion of synthesized flip-flops having asynchronous set or reset landed at 0%. For this run, the share of the core covered by cells in the final layout is 35.95%. Internal power component landed at 1.083 mW.

Looking at the setup timing report, the critical path kind is flop to flop. Buffers inserted during clock tree synthesis total 3. Per the gpl log, the routability congestion estimate is 0.7875. At the floorplan stage, the core utilization is reported as 31.03%. Synthesis produced a netlist whose cell count is 121.
[stage by stage]
step	instance area [um2]	setup slack [ps]	hold slack, ps	total power, mW	instances
5_1_grt	1565	354.5	586.4	1.943	186
6_report	1565	482.1	560.9	1.797	186
4_1_cts	1565	487.0	563.7	1.805	186
3_5_place_dp	1519	500.3	542.0	1.558	182
3_3_place_gp	1519	555.1	555.2	1.538	182
2_1_floorplan	1351	330.1	495.2	1.377	121
[state kept, by name, indices dropped and copies added (netlist names)]
name,cells
r_SM_Main,3
r_Bit_Index,3
r_RX_Byte,8
r_RX_DV,1
r_Clock_Count,8
[placed cells by master (no fill, tap or decap), drive strengths merged, types with 2 or more instances in the layout]
cell type      count
a211oi             3
a21oi              2
a22o               2
buf                3
clkbuf             3
clkdlybuf4s50     10
edfxtp            23
ha                 7
inv                5
mux2               2
nand2             15
nand2b             2
nand3              6
nand4              3
nor2               8
nor3               8
nor3b              2
o21ai              6
xnor2              3
xor2               6
[metal layers]
layer  track usage [%]  wire length (um)
met2             14.46               973
met4            0.2268                 6
met3             2.819               120
met5                 0                 0
met1             16.98              1161
[power by group through the flow]
stage         clock network [mW]  logic, mW  registers [mW]
finish                     0.238      0.716           0.842
global route               0.265      0.813           0.864
CTS                        0.249      0.718           0.839
[cell type report]
cell class	instances	area, um2	share of cell area, %
clock buffer	3	41.29	2.638
clock inverter	1	5.005	0.3197
inverter	5	18.77	1.199
multi-input combinational	89	621.8	39.73
sequential	23	690.7	44.12
tap	52	65.06	4.157
timing repair buffer	13	122.6	7.834
[path summary, 6_finish.rpt]
path,from,end,cells past startpoint
max,r_Bit_Index[1],r_RX_Byte[4],5
min,r_RX_Byte[7],r_RX_Byte[7],2
max reg2reg,r_Bit_Index[1],r_RX_Byte[4],5
min reg2reg,r_RX_Byte[7],r_RX_Byte[7],2
[cells by family after synthesis]
| logic type | Yosys count | synth area share, % |
|---|---|---|
| adder cells (fa/ha/maj) | 7 | 6.481 |
| multiplexers | 2 | 1.667 |
| AND-OR/OR-AND | 19 | 10.28 |
| flip-flops | 23 | 51.11 |
| AND/OR/NAND/NOR | 52 | 21.21 |
| XOR/XNOR | 9 | 6.389 |
| buffers and inverters | 9 | 2.871 |
[critical path, stage by stage (launching register included)]
cell	delay, ps
sky130_fd_sc_hd__edfxtp_1	450
sky130_fd_sc_hd__inv_1	90
sky130_fd_sc_hd__ha_1	240
sky130_fd_sc_hd__xor2_2	230
sky130_fd_sc_hd__nor4_1	310
sky130_fd_sc_hd__mux2_1	350
Power and IR drop assume default switching activity.
